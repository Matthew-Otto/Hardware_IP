`./design.v`:
```
module uart_rx_autobaud (
    input clk, rx, reset,
    output logic data_val,
    output logic [7:0] data
);
logic [23:0] symbol_period, tick;
logic [2:0] state;
logic [7:0] data_buffer;
logic [2:0] bit_count;
localparam [2:0]
    idle    = 3'b000,
    init    = 3'b001,
    start   = 3'b010,
    payload = 3'b011,
    stop    = 3'b100;
always @(posedge clk or posedge reset) begin
    if (reset) begin
        state <= idle;
        data <= 0;
        data_buffer <= 0;
        data_val <= 0;
    end else begin
        case (state)
            idle : begin  
                if (~rx) begin
                    state <= init;
                    symbol_period <= 1;
                    data_val <= 0;
                end
            end
            init : begin
                if (rx) begin
                    state <= payload;
                    tick <= 1;
                    bit_count <= 0;
                end else
                    symbol_period <= symbol_period + 1;
            end
            start : begin
                if (tick == symbol_period) begin
                    state <= payload;
                    tick <= 1;
                    bit_count <= 0;
                end else begin
                    tick <= tick + 1;
                end
            end
            payload : begin
                if (tick == symbol_period / 2) begin  
                    data_buffer <= {rx, data_buffer[7:1]};
                end
                if (tick == symbol_period) begin
                    tick <= 1;
                    if (bit_count < 7) begin
                        bit_count <= bit_count + 1;
                    end else begin
                        state <= stop;
                        data <= data_buffer;
                        data_val <= 1'b1;
                        tick <= 1;
                    end
                end else begin
                    tick <= tick + 1;
                end
            end
            stop : begin
                if (tick > symbol_period/4 && ~rx) begin
                    state <= start;
                    tick <= 1;
                end else if (tick == symbol_period * 2) begin
                    state <= idle;
                end else begin
                    tick <= tick + 1;
                end
            end
        endcase  
    end
end  
endmodule  
```
`./run.sh`:
```
#!/bin/bash
# OpenROAD 26Q1-2900-gdf79404cd8, Yosys 0.63+post, stock flow scripts
make -C /OpenROAD-flow-scripts/flow DESIGN_CONFIG=/design/flow/config.mk WORK_HOME=/design/flow/orfs finish
```
`./config.mk`:
```
export PLATFORM = sky130hd
export DESIGN_NAME = uart_rx_autobaud
export DESIGN_NICKNAME = uart_rx_autobaud
export VERILOG_FILES = /design/flow/design.v
export SDC_FILE = /design/flow/constraint.sdc
export NUM_CORES = 4
export LEC_CHECK = 1
export CORE_UTILIZATION = 50
```
`./constraint.sdc`:
```
current_design uart_rx_autobaud

set clk_period 5.0
set clk_io_pct 0.2

create_clock -name clk0 -period $clk_period [get_ports {clk}]

set non_clock_inputs [all_inputs -no_clocks]
set_input_delay [expr $clk_period * $clk_io_pct] -clock clk0 $non_clock_inputs
set_output_delay [expr $clk_period * $clk_io_pct] -clock clk0 [all_outputs]
```
==> qor.yml <==
route:
  via_count: 3485
  antenna_left: 0
  wl_microns: 10800
  first_pass_iters: 4
  antenna_cells: 0
  dr.first_iter.drc_count: 150
  drc: 0
  wl_per_cell_microns: 17.1
  routed_via_density: 5.52
floorplan:
  initCoreUtil: 0.525
  chip_area_sq_um: 10800
  dieHeight_microns: 104
  design.core.area_sq_um: 9910
  fp.dieW_microns: 104
  pin_count: 12
  rows: 36
synth:
  postSynthAreaPerCell_sq_um: 10.0
  async_flop_share: 0.301
  synth-seq-cells: 73
  synth_chip_area_sq_um: 5200
  synth.largest_area_cell: "edfxtp_1"
  synth_area_sq_um: 5200
  synth_top_area_share: 0.295
  ys_types: 47
  netlist_instances: 520
  ys_warn_count: 1
  ys_cells: 520
  edf_count: 51
  synth_seq_share: 0.401
  top_cells_by_area: "edfxtp_1 (29%), xnor2_1 (11%), dfrtp_1 (10%)"
  ys.flop_type: "edfxtp_1"
power_and_ir_drop:
  ir_drop_uv: 138
  p_total_mw: 1.31
  leakagePower_nw: 2.07
  power.density_nw_per_um2: 243
final_timing:
  drv_slew: 0
  worstMarginPinSlew_ns: 0.794
  hold_slack_ns: 0.514
  setup_viol: 0
  max_freq_mhz: 326
  final-hold-violation-count: 0
  fin_tns_setup_ns: 0
  rsz0062_at_grt: "no"
  slew_headroom: 0.469
  layout_worst_path_cycle_share: 0.614
  finalWorstPathRequiredPeriod_ns: 3.07
  fin_skew_ns: 0.0148
worst_hold_path:
  hp-class: "register to register"
  whs_path_depth: 1
  min_to: "data[0]"
  worstHoldStart: "data_buffer[0]"
clocking:
  postCtsHoldBufs: 0
  postCtsSetupRepairBufs: 0
  h-tree-depth: 3
  clock-sinks: 73
  clock_path_buffers: 2
  ctsResizeCount: 0
  ctsRootBufferMaster: "clkbuf_8"
  clk_pin_slew_ns: 0.09
  tritoncts: "built"
  numCtsBuffers: 9
  insertion_delay_ns: 0.36
final_layout:
  drive_above_1_share: 0.0964
  logic_area_sq_um: 2670
  syn_to_final_growth_pct: 3.59
  flop_area_sq_um: 2080
  fillers: 870
global_route:
  antenna_found_initial: 0
  grt_pass1_wl_microns: 17900
  grt_start_max_net_pins: 25
  grt_usage: 0.220
  grt-ovfl-total: 0
  first_global_vias: 3413
worst_setup_path:
  startpoint_type: "register"
  r2r_end: "tick[8]"
  rr_worst_depth: 8
  critPathMaxFanout: 24
  reg2reg_setup_slack_ns: 1.93
  r2r-start: "tick[21]"
  cp.arrival_ns: 3.15
  worst-endpoint-required_ns: 5.08
  end_kind: "register"
  critPathKind: "register to register"
placement:
  gp_congestion: 0.929
  hpwl_microns: 7900
  port_buffers: 11
job:
  warnings: 25
  cap_violations: 0
outcome:
  status: "finished, final reports clean"
==> per-stage QoR <==
step / utilization / instances / cell area, sq um / worst slack, ns
after detailed placement: 0.522 / 615 / 5170 / 1.97
final: 0.543 / 631 / 5390 / 1.93
after floorplan: - / 520 / 5200 / 1.09
after CTS: 0.543 / 631 / 5390 / 1.93
after global routing: 0.543 / 631 / 5390 / 1.65
after global placement: 0.522 / 615 / 5170 / 1.93
==> final cells by class <==
class,count,area share
Clock buffer,11,0.0323
Clock inverter,5,0.00790
Inverter,31,0.0216
Multi-Input combinational cell,364,0.496
Sequential cell,73,0.387
Tap cell,133,0.0309
Timing Repair Buffer,14,0.0246
==> metal layers <==
layer / global-route usage / share of wire
met1: 0.371 / 0.50
met2: 0.309 / 0.42
met3: 0.0568 / 0.065
met4: 0.0306 / 0.018
met5: 0 / 0
==> report_power, final <==
| part | internal [mW] | total, mW | leakage, nW | switching (mW) |
|---|---|---|---|---|
| clock network | 0.247 | 0.495 | 0.112 | 0.248 |
| logic | 0.0508 | 0.100 | 1.18 | 0.0496 |
| registers | 0.664 | 0.712 | 0.778 | 0.0478 |
| total | 0.962 | 1.31 | 2.07 | 0.346 |
==> state kept, by name, indices dropped and copies added (netlist names) <==
name,count
tick,24
symbol_period,24
bit_count,3
state,5
data_val,1
data_buffer,8
data,8
==> synthesized netlist by cell type (3+ instances only) <==
cell,instances
xnor2_1,68
edfxtp_1,51
nor2_1,51
xor2_1,45
inv_1,30
nand3_1,29
ha_1,25
dfrtp_1,21
nand2_1,21
nand4_1,20
buf_2,18
clkbuf_1,15
a21oi_1,12
and3_1,10
buf_6,10
nor4_1,9
o21ai_0,9
buf_4,8
mux2_2,8
mux2_4,8
and2_1,7
nor3_1,7
nand2b_1,4
nor4_2,3
or3_1,3
==> worst max path at each step <==
stage	end	startpoint	slack, ns
after global routing	tick[8]	symbol_period[23]	1.65
final	tick[8]	tick[21]	1.93
after CTS	tick[12]	symbol_period[23]	1.93
==> critical path, stage by stage, from the launching register on <==
cell and delay [ns]:
edfxtp_1 0.55, ha_1 0.35, a2111oi_0 0.53, o21ai_0 0.28, a21oi_1 0.18, nand4_1 0.20
a211oi_1 0.38, nor3_2 0.09, buf_4 0.24
==> cell families after synthesis <==
logic type	count (synthesis)	synth area share
xor gates and xnor gates	113	0.190
muxes	16	0.0404
adders and majority gates	25	0.0602
DFF	73	0.401
and+or+nand+nor	174	0.176
AOI/OAI and AO/OA	36	0.0445
buffers and inverters	83	0.0876
==> cells in the final DEF (no fill, tap or decap), types with 10 or more instances in the layout <==
cell type and n:
and3_1 10, dfrtp_1 21, ha_1 25, inv_1 30
edfxtp_1 51, nand3_1 29, xor2_1 45, nand2_1 21
nand4_1 20, nor2_1 51, clkdlybuf4s50_1 11, a21oi_1 12
xnor2_1 68
No activity file was given, so power comes from the tool's default toggle rates.
